$ cat design/flow/config.mk
export PLATFORM = sky130hd
export DESIGN_NAME = clk_2n_div_test
export DESIGN_NICKNAME = clk_2n_div_test
export VERILOG_FILES = /design/flow/design.v
export SDC_FILE = /design/flow/constraint.sdc
export NUM_CORES = 4
export LEC_CHECK = 1
export CORE_AREA = 10 10 70 70
export DIE_AREA = 0 0 80 80
export SYNTH_HDL_FRONTEND = slang
$ cat design/flow/constraint.sdc
current_design clk_2n_div_test

set clk_period 2.7
set clk_io_pct 0.2

create_clock -name clk0 -period $clk_period [get_ports {clockin}]

set non_clock_inputs [all_inputs -no_clocks]
set_input_delay [expr $clk_period * $clk_io_pct] -clock clk0 $non_clock_inputs
set_output_delay [expr $clk_period * $clk_io_pct] -clock clk0 [all_outputs]
$ cat design/flow/design.v
`timescale 1ns / 1ps
`default_nettype none
module clk_2n_div_test  #(parameter n=13) (
   input wire clockin, 
   input wire fclk_only,   
   output reg clockout);  
    reg [n:0] count; 
    always@(posedge clockin) 
    begin 
        count <= count + 1; 
    end 
    always @ (*)
    begin
       if (fclk_only == 1)
          clockout = clockin; 
       else
          clockout = count[n]; 
    end
endmodule
`default_nettype wire
$ cat design/flow/run.sh
#!/bin/bash
# OpenROAD 26Q1-2900-gdf79404cd8, Yosys 0.63+post, stock flow scripts
make -C /OpenROAD-flow-scripts/flow DESIGN_CONFIG=/design/flow/config.mk WORK_HOME=/design/flow/orfs finish
==> job_summary.md <==
## PnR job results

| Metric | Value |
|---|---|
| GRT met2 Usage | 3.852% |
| Via count | 370 |
| CP required | 2.16 ns |
| Avg Inst Size Synth | 10.55 um^2 |
| Total GRT Usage | 2.964% |
| Tool warnings | 27 |
| Status | complete, no violations |
| Max Slew Vio Count | 0 |
| Std cell rows | 21 |
| Final ANT Viol Nets | 0 |
| Die Height | 80 um |
| Cell Area, Placed | 615.6 um^2 |
| M1 GR Usage | 4.079% |
| Syn Std Cell Area | 538.0 um^2 |
| Final Worst Setup Slack | 0.1033 ns |
| Grt total ovfl | 0 |
| Vias per cell | 3.524 |
| Largest net degree at the start of global routing | 8 |
| Max FFs per register | 14 |
| WHS Path Cells | 1 |
| Worst Hold Class | reg2reg |
| Power, Total | 394.8 uW |
| R2r setup slk | 1.40 ns |
| Seq. cell area | 280.3 um^2 |
| Simple Share, Synth | 22.56% |
| R2r endpoint | count[12]$_DFF_P_ |
| Sequential element share of the synthesized area | 52.09% |
| Crit Path Category | clk2out |
| Unique cell types | 13 |
| Hold Crit Start | count[0]$_DFF_P_ |
| Rel. slew slack | 84.11% |
| Drt wl/cell | 7.829 um |
| Clk ins delay skew pair | 0.37 ns |
| Xor/xnor share | 19.53% |
| Logic area | 250.2 um^2 |
| #FFs+latches synth | 14 |
| Met3 Usage GRT | 1.250% |
| Top FF cell, synth | dfxtp_1 |
| # resized after CTS | 1 |
| Max FO, Critical Path | 2 |
| Max Cap Viol | 0 |
| First-pass GRT wire length | 1.635 mm |
| Biggest regs | count x14 |
| Final clock skew | 0.003040 ns |
| Area Overhead vs Synth | 22.56% |
| RSZ-0062 raised after global routing | false |
| YS warnings | 0 |
| Yosys Chip Area | 538.0 um^2 |
| Fin area | 659.4 um^2 |
| Post-CTS setup buffer count | 0 |
| Starting DRT DRC Count | 4 |
| AO/OA Area Share | 0% |
| Cell taking the most area after synthesis | dfxtp_1 |
| DP Wirelength | 597.4 um |
| Dominant cell area share | 52.09% |
| DRT Pass-1 Iters | 2 |
| Synth cell count leaders | dfxtp_1 (14), xor2_1 (9), nand2_1 (4), nand4_1 (4), nor3_1 (4) |
| Final setup viols | 0 |
| Final hold slack | 0.4204 ns |
| Antenna cells | 0 |
| Routability congestion estimate from global placement | 0.7817 |
| Maximum VDD drop | 0.2447 mV |
| Mux area share | 2.093% |
| Worst Hold End | count[0]$_DFF_P_ |
| Largest Register | count |
| Fin Setup TNS | 0 ns |
| Share of cells above drive strength 1 | 16.95% |
| Cts hold-fix bufs | 0 |
| DRC | 0 |
| Pre-CTS WS | 0.1854 ns |
| CTS tree | built |
| PwrDens | 598.8 nW/um^2 |
| Fa+ha+maj area frac | 2.326% |
| Most common cell in the netlist | dfxtp_1 |
| Mapped Cells | 51 |
| GRT Max-Usage Layer | met1 |
| # fillers | 396 |
| Fin. Hold Viols | 0 |
| Port Buf Inserts | 2 |
| Main logic family after synthesis | simple AND/OR/NAND/NOR gates |
| FP Core Util | 15.75% |
| Ports | 3 |
| Worst r2r src | count[0]$_DFF_P_ |
| Asr flop ratio synth | 0% |
| Count of library flops with an enable pin | 0 |
| Drt total wl | 822 um |
| Clk slew on worst S/H paths | 0.08 ns |
| CP endpoint kind | output pin |
| Startpoint Class | clock port |
| FF-to-FF path depth | 4 |
| WP data arrival | 2.06 ns |
| Chip Width | 80 um |
| Initial antenna violation count | 0 |
| Vias in the first global route | 419 |
| Yosys stat cell total | 51 |
| Die area | 6400 um^2 |
| Worst-Margin Slew | 0.2363 ns |
| Top post-synthesis cells by area | dfxtp_1 (52%), xor2_1 (15%), xnor2_1 (4.9%), nand4_1 (4.7%), nor4_2 (4.7%) |
| Core box area | 3416 um^2 |
| Crit path from | clockin |
| Leak pwr | 0.2671 nW |
[layout make-up]
class                           count  area share, %
Multi-Input combinational cell     35          37.95
Clock buffer                        7          8.159
Tap cell                           46          8.729
Sequential cell                    14          42.50
Timing Repair Buffer                1          1.518
Inverter                            2          1.139
[worst max-delay path by stage]
stage               to  slack [ns]
CTS           clockout        0.08
global route  clockout        0.06
finish        clockout        0.10
[cell families after synthesis]
family	Yosys count
xor+xnor	12
simple gates	21
fa+ha+maj	1
mux	1
buf+inv	2
flops	14
[worst max-delay path: stages]
cell           delay [ns]
clkbuf_4             0.11
clkbuf_4             0.12
mux2_2               0.25
dlygate4sd2_1        0.24
[per-layer routing]
layer | vias to the layer above | wire (um) | share of wire [%]
met4 | 0 | 0 | 0
met3 | 0 | 41 | 5.0
met5 | - | 0 | 0
met1 | 174 | 437 | 53
li1 | 191 | - | -
met2 | 5 | 343 | 42
[placed cells by master (no fill, tap or decap), drive strengths merged]
| master | instances |
|---|---|
| clkbuf | 6 |
| clkdlybuf4s50 | 1 |
| dfxtp | 14 |
| dlygate4sd2 | 1 |
| ha | 1 |
| inv | 2 |
| mux2 | 1 |
| nand2 | 4 |
| nand3 | 4 |
| nand4 | 4 |
| nor2 | 3 |
| nor3 | 4 |
| nor4 | 2 |
| xnor2 | 3 |
| xor2 | 9 |
[through the flow]
stage / cells / util (%)
CTS: 105 / 19.30
finish: 105 / 19.30
floorplan: 51 / -
detailed placement: 99 / 18.02
global route: 105 / 19.30
global placement: 99 / 18.02
[where the power goes]
| part | total (mW) | internal, mW | switching, mW |
|---|---|---|---|
| clock network | 0.187 | 0.113 | 0.0739 |
| registers | 0.206 | 0.206 | 0 |
| logic | 0.00147 | 0.00125 | 0.000215 |
| total | 0.395 | 0.321 | 0.0741 |
Power and IR drop assume default switching activity.
